--- design/flow/config.mk ---
export PLATFORM = sky130hd
export DESIGN_NAME = temporizador
export DESIGN_NICKNAME = temporizador
export VERILOG_FILES = /design/flow/design.v
export SDC_FILE = /design/flow/constraint.sdc
export NUM_CORES = 4
export LEC_CHECK = 1
export CORE_UTILIZATION = 40
--- design/flow/constraint.sdc ---
current_design temporizador

set clk_period 11.6
set clk_io_pct 0.2

create_clock -name clk0 -period $clk_period [get_ports {clk_50}]

set non_clock_inputs [all_inputs -no_clocks]
set_input_delay [expr $clk_period * $clk_io_pct] -clock clk0 $non_clock_inputs
set_output_delay [expr $clk_period * $clk_io_pct] -clock clk0 [all_outputs]
--- design/flow/design.v ---
module bin2bcd
 #( parameter                W = 10)   
  ( input      [W-1      :0] bin   ,   
    output reg [W+(W-4)/3:0] bcd   );  
  integer i,j;
  always @(bin) begin
    for(i = 0; i <= W+(W-4)/3; i = i+1) bcd[i] = 0;      
    bcd[W-1:0] = bin;                                    
    for(i = 0; i <= W-4; i = i+1)                        
      for(j = 0; j <= i/3; j = j+1)                      
        if (bcd[W-i+4*j -: 4] > 4)                       
          bcd[W-i+4*j -: 4] = bcd[W-i+4*j -: 4] + 4'd3;  
  end
endmodule
module cb7s (
    input [3:0] numero,         
    output reg [6:0] segmentos  
);
always @ (numero) begin
    case(numero)
        4'b0000: segmentos = ~7'b0111111;  
        4'b0001: segmentos = ~7'b0000110;  
        4'b0010: segmentos = ~7'b1011011;  
        4'b0011: segmentos = ~7'b1001111;  
        4'b0100: segmentos = ~7'b1100110;  
        4'b0101: segmentos = ~7'b1101101;  
        4'b0110: segmentos = ~7'b1111101;  
        4'b0111: segmentos = ~7'b0000111;  
        4'b1000: segmentos = ~7'b1111111;  
        4'b1001: segmentos = ~7'b1101111;  
        default: segmentos = ~7'b0000000;  
    endcase
end
endmodule
module temporizador(
	input clk_50,
	input reset,
	input stop,
	output [6:0] s0, 
	output [6:0] s1,
	output [6:0] s2
);
	reg [9:0] t_seg;
	reg [26:0] cont;
	always @(posedge clk_50 or posedge reset) begin
		if (reset) begin
			cont = 0;
			t_seg = 0;
		end else if (!stop && t_seg < 1000) begin
			cont = cont + 1;
			if (cont >= 50000000) begin
				cont = 0;
				t_seg = t_seg + 1;
			end
		end
	end
	wire [12:0] bcd;
	bin2bcd b2bcd(
		.bin(t_seg),
		.bcd(bcd)
	);
	cb7s dig0(
		.numero(bcd[3:0]),
		.segmentos(s0)
	);
	cb7s dig1(
		.numero(bcd[7:4]),
		.segmentos(s1)
	);
	cb7s dig2(
		.numero(bcd[11:8]),
		.segmentos(s2)
	);
endmodule
--- design/flow/run.sh ---
#!/bin/bash
# OpenROAD 26Q1-2900-gdf79404cd8, Yosys 0.63+post, stock flow scripts
make -C /OpenROAD-flow-scripts/flow DESIGN_CONFIG=/design/flow/config.mk WORK_HOME=/design/flow/orfs finish
==> results.txt <==
impl run done, here's what came out: Post-DRT Antenna Nets 0, post-synthesis cell count 648, worst r2r dst t_seg[1]$_DFFE_PP0P_, RSZ-0062 raised after global routing no, WP data required 9.28 ns, Log Warnings 36, global-route wire length before repair 20.16 mm, worst r2r src cont[10]$_DFFE_PP0P_, Post-CTS Setup Bufs 0, DRT Pass-1 Iters 5, Static Leak 2.023 nW, Dominant flop cell dfrtp_1, routed wire length 11.37 mm, CTS sink cnt 37, total power draw 0.4234 mW, Highest Clock Rate 106.2 MHz, Switch Pwr 0.1252 mW, CP max FO 11, PwrDens 79.92 nW/um2, ys cells 648, asr flop ratio synth 100.0%, sequential fraction of design power 45.2%, Worst setup endpoint s2[3], combinational share of power 17.3%, Vias 4729, Final min period 9.420 ns, global route overflow 0, Synth top area share 18.95%, vias in the first global route 4282, Max VDD drop 0.0001095 V, r2r setup slk 7.83 ns, Root Buffer clkbuf_16, Hold WS 0.5197 ns, row count 39, Hold Crit Class register to register, Main area contributors dfrtp_1 (19%), o21ai_0 (5.0%), ha_1 (4.6%), crit path from t_seg[7]$_DFFE_PP0P_, Sw Share 29.56%, status completed, yosys stat area 4885 um2, crit path DAT 7.10 ns, Setup crit end kind output port, initial drt markers 391, cycle use final 81.21%, Avg WL per Cell 14.56 um, post-DP HPWL 7.942 mm, synth unique cells 96, share of cells above drive strength 1 8.307%, post-cts resize count 0, TritonCTS clock tree yes, slew at the pin with the worst max-slew slack 0.8693 ns, WS Path Type register to output port, Post-Syn Area 4885 um2, Clk pwr share 37.5%, I/O Buffers 23, initial antenna violation count 0, placer congestion estimate 0.8553, CTS clk-pin slew, worst paths 0.06 ns, CP max stage cell dfrtp_1, Die H 112.5 um, Vias/cell 6.055, GRT Overall Usage 18.88%, Die X 112.5 um, hold depth 1, Clk Latency, worst-skew pair 0.28 ns, largest net degree at the start of global routing 38, number of enable flip-flop cells 0, Slew Limit Fails 0, Synth Seq Share 18.95%, P_int 0.2982 mW, Crit path largest cell delay 0.68 ns, Die Footprint 12660 um2, Starting Density 41.88%, final setup TNS 0 ns, crit path launch type register, ant diodes 0, floorplan core area 11660 um2, Post-synth regs 37, Worst Reg2Reg Path Length in Cells 12, Max-slew headroom 42.05%, # DRC 0, Layout Skew 0.005249 ns, Avg Synthesized Cell Area 7.538 um2, final setup fails 0, Warnings, synthesis 3, Hold Buf Count CTS 0, total CTS buffers 5, Clock Path Buffers 2, Area Growth Syn to Fin 8.453%, top-level I/O count 24, Synth area leader dfrtp_1, maximum capacitance violations 0, final hold viol count 0, # H-tree levels 2
cell families after synthesis:
kind of cell	synth area share, %
AOI/OAI and AO/OA	33.33
muxes	3.484
xor gates and xnor gates	7.659
adders and majority gates	4.611
buffers and inverters	6.762
DFF	18.95
and+or+nand+nor	25.20
worst min-delay path by stage:
stage | start | slack, ns | to
after CTS | cont[26]$_DFFE_PP0P_ | 0.53 | cont[26]$_DFFE_PP0P_
after global routing | cont[26]$_DFFE_PP0P_ | 0.56 | cont[26]$_DFFE_PP0P_
final | cont[26]$_DFFE_PP0P_ | 0.52 | cont[26]$_DFFE_PP0P_
critical path: cells and delay by family (launching register included):
family / cells / cell delay [ns]
flip-flops: 1 / 0.68
XOR/XNOR: 2 / 0.53
adder cells (fa/ha/maj): 7 / 1.91
AND/OR/NAND/NOR: 2 / 0.77
buffers and inverters: 8 / 1.21
AND-OR/OR-AND: 6 / 1.18
multiplexers: 1 / 0.55
through the flow:
step	util (%)	worst slack (ns)	instance area, um2	cells
2_1_floorplan	-	4.211	4885	648
3_3_place_gp	43.91	2.776	5121	773
3_5_place_dp	43.91	2.497	5121	773
4_1_cts	45.42	2.178	5298	781
5_1_grt	45.42	1.439	5298	781
6_report	45.42	2.180	5298	781
cell usage after synthesis, types with 3 or more instances:
| cell type | number |
|---|---|
| nand2_1 | 57 |
| nor2_1 | 55 |
| o21ai_0 | 49 |
| a21oi_1 | 39 |
| dfrtp_1 | 37 |
| clkbuf_1 | 28 |
| nand3_1 | 26 |
| inv_1 | 20 |
| nor3_1 | 20 |
| o31ai_1 | 20 |
| xnor2_1 | 19 |
| ha_1 | 18 |
| o21ai_1 | 17 |
| nand2b_1 | 16 |
| a31oi_1 | 15 |
| buf_2 | 14 |
| nand4_1 | 14 |
| and3_1 | 11 |
| nor2b_1 | 10 |
| mux2i_1 | 8 |
| xor2_1 | 8 |
| o211ai_1 | 7 |
| a211oi_1 | 6 |
| o41ai_1 | 5 |
| a21boi_0 | 4 |
| a221o_1 | 4 |
| and2_1 | 4 |
| mux2_2 | 4 |
| nor4_1 | 4 |
| or3_1 | 4 |
| a2111oi_0 | 3 |
| a21o_1 | 3 |
| a32o_1 | 3 |
| a41oi_1 | 3 |
| buf_4 | 3 |
| buf_6 | 3 |
| clkinv_1 | 3 |
| nand3b_1 | 3 |
| o21a_1 | 3 |
| o22ai_1 | 3 |
| o311a_1 | 3 |
| o311ai_1 | 3 |
layout make-up:
cell class              instances  area [um2]
clock inverters                 2       37.54
clock buffers                   6       138.9
well taps                     143       178.9
repair buffers                 32       297.8
multi-input cells             537        3628
inverters                      24       90.09
flip-flops and latches         37       925.9
fillers                      1109        6365
routing by layer:
layer  vias up  part of all wire (%)  track usage [%]
met2        75                    48            32.22
met1      2227                    49            28.09
met4         0                  0.72            1.600
met5         -                     0                0
li1       2418                     -                -
met3         9                   2.1           0.8806
sequential cells by signal, indices dropped and copies added (netlist names):
register,count
cont,27
t_seg,10
cells in the final DEF, fill, tap and decap left out, types with 5 or more instances in the layout:
cell,synthesis,final
nand3_1,26,26
mux2i_1,8,8
a21oi_1,39,39
o21ai_0,49,49
o211ai_1,7,7
xor2_1,8,8
xnor2_1,19,19
nand4_1,14,14
nand2b_1,16,16
clkbuf_16,0,5
nand2_1,57,57
nor2b_1,10,10
buf_4,3,9
inv_1,20,20
o41ai_1,5,5
a211oi_1,6,6
ha_1,18,18
o21ai_1,17,17
clkdlybuf4s50_1,0,23
dfrtp_1,37,37
o31ai_1,20,20
nor2_1,55,55
a31oi_1,15,15
and3_1,11,11
nor3_1,20,20
power by group through the flow:
| stage | Clock, mW | Combinational (mW) | Sequential [mW] |
|---|---|---|---|
| finish | 0.159 | 0.0731 | 0.191 |
| global route | 0.169 | 0.0832 | 0.197 |
| CTS | 0.163 | 0.0739 | 0.191 |
Power figures rest on the tool's default switching activity, not on a simulated workload.
