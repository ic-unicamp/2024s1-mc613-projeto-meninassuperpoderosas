### design/flow/constraint.sdc
current_design botoes

set clk_period 5.6
set clk_io_pct 0.2

create_clock -name clk0 -period $clk_period [get_ports {clk_50}]

set non_clock_inputs [all_inputs -no_clocks]
set_input_delay [expr $clk_period * $clk_io_pct] -clock clk0 $non_clock_inputs
set_output_delay [expr $clk_period * $clk_io_pct] -clock clk0 [all_outputs]
### design/flow/config.mk
export PLATFORM = sky130hd
export DESIGN_NAME = botoes
export DESIGN_NICKNAME = botoes
export VERILOG_FILES = /design/flow/design.v
export SDC_FILE = /design/flow/constraint.sdc
export NUM_CORES = 4
export LEC_CHECK = 1
export CORE_UTILIZATION = 40
### design/flow/run.sh
#!/bin/bash
# OpenROAD 26Q1-2900-gdf79404cd8, Yosys 0.63+post, stock flow scripts
make -C /OpenROAD-flow-scripts/flow DESIGN_CONFIG=/design/flow/config.mk WORK_HOME=/design/flow/orfs finish
### design/flow/design.v
module botoes(
	input [3:0] key,  
	input clk_50,     
	output reg N,
	output reg S,
	output reg L,
	output reg O
);
    reg [40:0] contador0;
    reg [40:0] contador1;
    reg [40:0] contador2;
    reg [40:0] contador3;
    always @(posedge clk_50) begin
        if (!key[3]) begin
            contador0 = contador0 + 1;
            if (contador0 >= 50000000/4) begin
                contador0 = 0;
                N = 1;
            end else begin
                N = 0;
            end
        end else begin
            N = 0;
        end
        if (!key[2]) begin
            contador1 = contador1 + 1;
            if (contador1 >= 50000000/4) begin
                contador1 = 0;
                S = 1;
            end
            else begin
                S = 0;
            end
        end else begin
            S = 0;
        end
        if (!key[0]) begin
            contador2 = contador2 + 1;
            if (contador2 >= 50000000/4) begin
                contador2 = 0;
                L = 1;
            end
            else begin
                L = 0;
            end
        end else begin
            L = 0;
        end
        if (!key[1]) begin
            contador3 = contador3 + 1;
            if (contador3 >= 50000000/4) begin
                contador3 = 0;
                O = 1;
            end
            else begin
                O = 0;
            end
        end else begin
            O = 0;
        end
    end
endmodule
==> impl_results.html <==
<!-- implementation run metrics -->
<table>
<tr><th>Metric</th><th>Value</th></tr>
<tr><th colspan="2">Setup path</th></tr>
<tr><td>Critical path endpoint category</td><td>register</td></tr>
<tr><td>Endpoint required time on the critical path</td><td>5.77 ns</td></tr>
<tr><td>Highest cell delay on the worst timing path</td><td>0.74 ns</td></tr>
<tr><td>Cell breakdown of the critical path</td><td>ha_1 &gt; nand4_1 &gt; nor4_2 &gt; a31oi_1 &gt; a211oi_1 &gt; o31ai_1 &gt; o31ai_2 &gt; buf_4 &gt; nor3_1</td></tr>
<tr><td>Buffers plus inverters on the worst setup path</td><td>1</td></tr>
<tr><td>Cell family with most CP delay</td><td>AND-OR/OR-AND gates</td></tr>
<tr><td>Crit path kind</td><td>register to register</td></tr>
<tr><td>Critical path peak fanout</td><td>15</td></tr>
<tr><td>Crit-path slowest cell</td><td>sky130_fd_sc_hd__nor4_2</td></tr>
<tr><td>Startpoint Class</td><td>register</td></tr>
<tr><td>Critical path data arrival time</td><td>3.90 ns</td></tr>
<tr><th colspan="2">GRT</th></tr>
<tr><td>GR Util All Layers</td><td>17.1%</td></tr>
<tr><td>Initial antenna violation count</td><td>0</td></tr>
<tr><td>Maximum number of pins on one net before global-route repair</td><td>43</td></tr>
<tr><td>Global-route wire length before repair</td><td>36200 µm</td></tr>
<tr><td>GRT overflow</td><td>0</td></tr>
<tr><td>Number of global-route vias before repair</td><td>7551</td></tr>
<tr><th colspan="2">Clock tree</th></tr>
<tr><td>Root Driver</td><td>sky130_fd_sc_hd__clkbuf_16</td></tr>
<tr><td>Maximum buffer depth of the clock tree</td><td>2</td></tr>
<tr><td>Num Clock Sinks</td><td>168</td></tr>
<tr><td>Setup Fix Bufs, Post-CTS</td><td>0</td></tr>
<tr><td>Number of CTS-inserted buffers</td><td>17</td></tr>
<tr><td>CTS tree</td><td>yes</td></tr>
<tr><td>Level count of the clock H-tree</td><td>4</td></tr>
<tr><td>Count of hold buffers inserted by post-cts repair</td><td>0</td></tr>
<tr><td>Post-cts repair resize count</td><td>0</td></tr>
<tr><td>Clk ins delay skew pair</td><td>0.43 ns</td></tr>
<tr><td>Clock edge transition at the registers on the reported setup and hold paths</td><td>0.07 ns</td></tr>
<tr><th colspan="2">Placement</th></tr>
<tr><td>Routability congestion estimate</td><td>0.870</td></tr>
<tr><td>Placed cells</td><td>1401</td></tr>
<tr><td>Port bufs</td><td>8</td></tr>
<tr><td>Dpl hpwl</td><td>13700 µm</td></tr>
<tr><th colspan="2">Synth</th></tr>
<tr><td>Dominant cell type by area after synthesis</td><td>sky130_fd_sc_hd__edfxtp_1</td></tr>
<tr><td>Synthesized area divided by synthesized cell count</td><td>10.2 µm²</td></tr>
<tr><td>Cell types with the highest counts after synthesis</td><td>sky130_fd_sc_hd__edfxtp_1, sky130_fd_sc_hd__nor3_1, sky130_fd_sc_hd__nand3_1</td></tr>
<tr><td>Post-Syn Area</td><td>10500 µm²</td></tr>
<tr><td>Dominant register cell in the synthesized netlist</td><td>sky130_fd_sc_hd__edfxtp_1</td></tr>
<tr><td>Top area cell types</td><td>sky130_fd_sc_hd__edfxtp_1, sky130_fd_sc_hd__xor2_1, sky130_fd_sc_hd__nor3_1</td></tr>
<tr><td>Flip-flops with a built-in enable</td><td>164</td></tr>
<tr><td>Count of instantiated cells in the yosys netlist</td><td>1029</td></tr>
<tr><td>Number of library cell types mapped by synthesis</td><td>70</td></tr>
<tr><td>Most numerous cell in the Yosys netlist</td><td>sky130_fd_sc_hd__edfxtp_1</td></tr>
<tr><td>Synthesized instance count</td><td>1029</td></tr>
<tr><td>Fraction of synthesized cell area taken by the top area cell type</td><td>46.9%</td></tr>
<tr><td>Yosys Warn Count</td><td>1</td></tr>
<tr><td>#FFs+latches synth</td><td>168</td></tr>
<tr><td>Asr flop ratio synth</td><td>0%</td></tr>
<tr><td>Sequential-to-total area share from yosys stat</td><td>47.7%</td></tr>
<tr><td>Synthesized chip area reported by yosys</td><td>10500 µm²</td></tr>
<tr><th colspan="2">Pwr</th></tr>
<tr><td>Internal cell power</td><td>2.31 mW</td></tr>
<tr><td>Clock network fraction of total power</td><td>42.6%</td></tr>
<tr><td>Switching power total</td><td>663 µW</td></tr>
<tr><td>Total power of the final layout</td><td>2.98 mW</td></tr>
<tr><td>Share of total power in sequential cells</td><td>51.7%</td></tr>
<tr><td>Switching part of the total power</td><td>22.3%</td></tr>
<tr><td>Combinational power share</td><td>5.7%</td></tr>
<tr><td>Ratio of total power to cell area</td><td>253 nW/µm²</td></tr>
<tr><td>Leakage power summed over all cells</td><td>3.56 nW</td></tr>
<tr><td>Worst VDD drop</td><td>0.164 mV</td></tr>
<tr><th colspan="2">Route</th></tr>
<tr><td>Via total after detailed routing</td><td>8093</td></tr>
<tr><td>Antenna diodes</td><td>0</td></tr>
<tr><td>First-iteration detailed-routing DRC count</td><td>482</td></tr>
<tr><td>Post-detailed-route DRC marker count</td><td>0</td></tr>
<tr><td>Post-detailed-routing wire length</td><td>20900 µm</td></tr>
<tr><td>Post-route antenna net violation count</td><td>0</td></tr>
<tr><td>Avg Vias per Cell</td><td>5.65</td></tr>
<tr><td>Drt wl/cell</td><td>14.6 µm</td></tr>
<tr><td>First-pass detailed-route iteration total</td><td>5</td></tr>
<tr><th colspan="2">Finish</th></tr>
<tr><td>Number of standard cells in the final layout excluding fillers</td><td>1432</td></tr>
<tr><td>Share of cells above drive strength 1</td><td>7.89%</td></tr>
<tr><td>Area Overhead vs Synth</td><td>12.4%</td></tr>
<tr><th colspan="2">STA</th></tr>
<tr><td>Final hold violations</td><td>0</td></tr>
<tr><td>Min Clock Period, post-route</td><td>3.73 ns</td></tr>
<tr><td>Final worst-path cycle share</td><td>66.7%</td></tr>
<tr><td>Worst hold margin</td><td>0.588 ns</td></tr>
<tr><td>Max-slew headroom at the worst pin</td><td>46.9%</td></tr>
<tr><td>Setup repair after global routing missed its margin</td><td>false</td></tr>
<tr><td>Worst-margin pin slew</td><td>0.776 ns</td></tr>
<tr><td>Final-report setup violation count</td><td>0</td></tr>
<tr><td>Setup TNS</td><td>0 ns</td></tr>
<tr><td>Max-slew violations</td><td>0</td></tr>
<tr><td>Fmax</td><td>0.268 GHz</td></tr>
<tr><td>Setup clock skew after layout</td><td>0.0148 ns</td></tr>
<tr><th colspan="2">Flow run</th></tr>
<tr><td>Maximum Capacitance Violations</td><td>0</td></tr>
<tr><td>Number of warning messages in the logs</td><td>25</td></tr>
<tr><th colspan="2">Run status</th></tr>
<tr><td>Outcome</td><td>finished, final reports clean</td></tr>
<tr><th colspan="2">Die</th></tr>
<tr><td>Rows</td><td>58</td></tr>
<tr><td>Io pins</td><td>9</td></tr>
<tr><td>Chip area</td><td>26900 µm²</td></tr>
<tr><td>Pre-Place Util</td><td>41.2%</td></tr>
<tr><td>Core area</td><td>25500 µm²</td></tr>
<tr><td>Overall die height</td><td>164 µm</td></tr>
<tr><td>Die width</td><td>164 µm</td></tr>
<tr><th colspan="2">Worst hold path</th></tr>
<tr><td>Path category of the worst min-delay check</td><td>register to register</td></tr>
</table>
worst register-to-register path: stages, from the launching register on:
cell	delay, ns
sky130_fd_sc_hd__edfxtp_1	0.41
sky130_fd_sc_hd__ha_1	0.28
sky130_fd_sc_hd__nand4_1	0.30
sky130_fd_sc_hd__nor4_2	0.74
sky130_fd_sc_hd__a31oi_1	0.18
sky130_fd_sc_hd__a211oi_1	0.36
sky130_fd_sc_hd__o31ai_1	0.15
sky130_fd_sc_hd__o31ai_2	0.65
sky130_fd_sc_hd__buf_4	0.34
sky130_fd_sc_hd__nor3_1	0.08
cells in the final DEF, fill, tap and decap left out, drive strengths merged, types with 13 or more instances in the layout:
cell type and count:
or4 17, inv 28, buf 19, and4 22, o21ai 23, a31oi 17, clkbuf 19, and3 24
edfxtp 164, xor2 55, or3 13, nor3 96, nand4 41, nor4 58, nand3 79, nand2 68
conb 68, nor2 53, xnor2 48
sequential cells by signal (all words and copies together) (netlist names):
signal / flops
contador3: 41
N: 1
contador0: 41
contador1: 41
S: 1
O: 1
L: 1
contador2: 41
per-stage QoR:
stage               setup slack [ns]  util, %  instance area [µm²]
floorplan                       2.42        -                10700
global placement                2.00     43.8                11200
detailed placement              1.94     43.8                11200
CTS                             1.91     46.3                11800
global route                    1.52     46.3                11800
finish                          1.87     46.3                11800
layout make-up:
type / count / area (µm²)
inverters: 26 / 97.6
clock inverters: 12 / 198
well taps: 330 / 413
fillers: 2344 / 13700
multi-input cells: 850 / 5420
repair buffers: 27 / 223
flip-flops and latches: 168 / 5000
clock buffers: 19 / 433
final timing paths:
| kind | startpoint | cells past startpoint | endpoint | slack (ns) |
|---|---|---|---|---|
| setup / recovery | contador0[0]$_SDFFCE_PP0N_ | 9 | contador0[11]$_SDFFCE_PP0N_ | 1.87 |
| hold / removal | contador1[0]$_SDFFCE_PP0N_ | 1 | contador1[0]$_SDFFCE_PP0N_ | 0.59 |
| setup reg to reg | contador0[0]$_SDFFCE_PP0N_ | 9 | contador0[11]$_SDFFCE_PP0N_ | 1.87 |
| hold reg to reg | contador1[0]$_SDFFCE_PP0N_ | 1 | contador1[0]$_SDFFCE_PP0N_ | 0.59 |
metal layers:
metal,global-route usage (%),routed length (µm),vias to the layer above
met2,25.7,9410,148
met4,2.15,282,0
li1,-,-,4101
met5,0,0,-
met1,28.2,10400,3823
met3,2.73,781,21
cells by family after synthesis:
group           share of synthesized area (%)
simple gates                             28.9
compound gates                           10.0
mux                                     0.978
fa+ha+maj                               0.477
flops                                    47.7
other cells                            0.0357
xor+xnor                                 8.60
buf+inv                                  3.27
power groups by stage:
| stage | clock (mW) | combinational [mW] | sequential (mW) |
|---|---|---|---|
| CTS | 1.31 | 0.172 | 1.54 |
| global route | 1.36 | 0.193 | 1.55 |
| finish | 1.27 | 0.170 | 1.54 |
Power is estimated from default activity; no workload was simulated.
